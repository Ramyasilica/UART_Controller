**flow/design.v**
```verilog
`timescale 1ns / 1ps
    module uart (
    input  wire       clk,
    input  wire       rst,
    input  wire       tx_start,
    input  wire [7:0] tx_data,
    output reg        tx,
    output reg        tx_busy,
    output reg [7:0]  rx_data,
    output reg        rx_done
);
    localparam BAUD_DIV = 4;
    reg [3:0] tx_cnt = 0;
    reg [3:0] tx_idx = 0;
    reg [9:0] tx_shift = 10'b1111111111;
    reg [3:0] rx_cnt = 0;
    reg [3:0] rx_idx = 0;
    reg [9:0] rx_shift = 0;
    reg       rx_busy = 0;
    initial begin
        rx_data = 8'h00;    
    end
    always @(posedge clk or posedge rst) begin
        if (rst) begin
            tx        <= 1'b1;
            tx_busy   <= 0;
            tx_cnt    <= 0;
            tx_idx    <= 0;
            rx_busy   <= 0;
            rx_cnt    <= 0;
            rx_idx    <= 0;
            rx_done   <= 0;
            rx_data   <= 8'h00;
        end else begin
            rx_done <= 0;
            if (tx_start && !tx_busy) begin
                tx_busy  <= 1;
                tx_shift <= {1'b1, tx_data, 1'b0};  
                tx_idx   <= 0;
                tx_cnt   <= 0;
            end
            if (tx_busy) begin
                if (tx_cnt == BAUD_DIV-1) begin
                    tx_cnt <= 0;
                    tx     <= tx_shift[tx_idx];
                    tx_idx <= tx_idx + 1;
                    if (tx_idx == 9)
                        tx_busy <= 0;
                end else begin
                    tx_cnt <= tx_cnt + 1;
                end
            end
            if (!rx_busy && tx == 0) begin
                rx_busy <= 1;
                rx_cnt  <= BAUD_DIV/2;   
                rx_idx  <= 0;
            end
            else if (rx_busy) begin
                if (rx_cnt == BAUD_DIV-1) begin
                    rx_cnt <= 0;
                    rx_shift[rx_idx] <= tx;
                    rx_idx <= rx_idx + 1;
                    if (rx_idx == 9) begin
                        rx_busy <= 0;
                        rx_data <= rx_shift[8:1];  
                        rx_done <= 1;
                    end
                end else begin
                    rx_cnt <= rx_cnt + 1;
                end
            end
        end
    end
endmodule
```
**flow/run.sh**
```bash
#!/bin/bash
# OpenROAD 26Q1-2900-gdf79404cd8, Yosys 0.63+post, stock flow scripts
make -C /OpenROAD-flow-scripts/flow DESIGN_CONFIG=/design/flow/config.mk WORK_HOME=/design/flow/orfs finish
```
**flow/config.mk**
```make
export PLATFORM = sky130hd
export DESIGN_NAME = uart
export DESIGN_NICKNAME = uart
export VERILOG_FILES = /design/flow/design.v
export SDC_FILE = /design/flow/constraint.sdc
export NUM_CORES = 4
export LEC_CHECK = 1
export CORE_UTILIZATION = 30
```
**flow/constraint.sdc**
```tcl
current_design uart

set clk_period 2.5
set clk_io_pct 0.2

create_clock -name clk0 -period $clk_period [get_ports {clk}]

set non_clock_inputs [all_inputs -no_clocks]
set_input_delay [expr $clk_period * $clk_io_pct] -clock clk0 $non_clock_inputs
set_output_delay [expr $clk_period * $clk_io_pct] -clock clk0 [all_outputs]
```
==> flow_summary.json <==
{
  "startpoint": "rx_idx[1]",
  "power_density_nw_per_um2": 998,
  "met3_wirelength_um": 191,
  "portBuffers": 21,
  "worst_setup_hold_path_clk_slew_ns": 0.09,
  "dpl.cell_count": 304,
  "peakVddDrop_mv": 0.351,
  "grt_pass1_wl_um": 6420,
  "synth-async-reset-ratio": 0.622,
  "flop_cell": "sky130_fd_sc_hd__dfrtp_1",
  "die.size.y_um": 88.2,
  "design.die.area_um2": 7780,
  "met2_wirelength_um": 1500,
  "numCtsBuffers": 5,
  "holdCritStartpoint": "rx_data[1]",
  "postSynthCellCount": 188,
  "slew_headroom": 0.664,
  "area_growth_syn_to_layout_pct": 18.8,
  "yosysWarnings": 1,
  "clockRootBuffer": "sky130_fd_sc_hd__clkbuf_8",
  "final_period_minus_worst_setup_slack_ns": 2.16,
  "detail_routed_net_length_per_standard_cell_um": 12.0,
  "max_slew.worst_pin.slew_ns": 0.504,
  "setup.worst_path.class": "reg -> reg",
  "fp-row-count": 31,
  "result_of_the_run": "completed",
  "critical-path-max-stage-delay_ns": 0.56,
  "fin_tns_setup_ns": 0,
  "clock_skew_ns": 0.00887,
  "hold_fix_buffer_count_after_cts": 0,
  "initial_core_util": 0.309,
  "layout.filler_cells": 718,
  "fp.dieW_um": 88.2,
  "cts_setup_buffers": 0,
  "clock-sinks": 45,
  "drt_iter0_drc": 69,
  "cts_resized": 0,
  "yosys.cell_types.count": 46,
  "grt.overflow.total": 0,
  "pin_count_of_the_biggest_net_entering_global_routing": 21,
  "cts_buffer_depth": 2,
  "gp_congestion": 0.781,
  "setup_violations": 0,
  "drc_errors": 0,
  "number_of_antenna_violations_at_the_first_check_in_global_routing": 0,
  "worstSetupEndpointType": "flop",
  "critical_path.startpoint_type": "flop",
  "groute.usage.overall": 0.108,
  "min_period_over_period": 0.863,
  "synth.yosys.num_cells": 188,
  "synth-seq-area-share": 0.544,
  "final_hold_violation_count": 0,
  "yosys.stat.chipArea_um2": 2230,
  "place.detailed.hpwl_um": 2560,
  "critical_path.max_fanout": 11,
  "cts_tree": "done",
  "slew_violations": 0,
  "arrival_worst_endpoint_ns": 2.21,
  "detailroute.via_count": 1433,
  "hold_path_depth": 1,
  "post_layout_nonfiller_instances": 312,
  "vias_in_the_first_global_route": 1315,
  "worst_r2r_path_depth": 6,
  "worstPathCellList": "inv_1, ha_1, or3b_1, a21oi_1, o21ai_1, mux2_1",
  "maxCapViolCount": 0,
  "cts-htree-levels": 2,
  "syn-mean-instance-area_um2": 11.9,
  "final_layout_size_suffix_gt1_frac": 0.0986,
  "route.antenna.remaining_nets": 0,
  "clkLatencyLatePin_ns": 0.30,
  "reg2reg_from": "rx_idx[1]",
  "power.leakage_uw": 0.00105,
  "rsz0062_at_grt": "false",
  "routed_wl_um": 3750,
  "mapped_cell_area_um2": 2230,
  "drt_pass1_iterations": 4,
  "count_of_library_flops_with_an_enable_pin": 17,
  "warnings": 30,
  "antenna_cells": 0,
  "synth-seq-cells": 45,
  "critical_path_required_ns": 2.55,
  "coreArea_um2": 7210,
  "total_power_uw": 2640,
  "routed.top_layer": "met4",
  "achievable-frequency_mhz": 464,
  "worstHoldPathType": "reg -> reg",
  "wl_met1_um": 2010,
  "io_pins": 22,
  "critPathSlowestCell": "sky130_fd_sc_hd__dfrtp_1",
  "routed_via_density": 4.59
}
cell usage in the layout, fill, tap and decap left out, types with 2 or more instances in the layout:
cell type	count
sky130_fd_sc_hd__a21boi_1	2
sky130_fd_sc_hd__a21oi_1	3
sky130_fd_sc_hd__a22o_1	5
sky130_fd_sc_hd__a31oi_1	3
sky130_fd_sc_hd__a41o_1	2
sky130_fd_sc_hd__buf_4	4
sky130_fd_sc_hd__clkbuf_8	5
sky130_fd_sc_hd__clkdlybuf4s50_1	21
sky130_fd_sc_hd__dfrtp_1	27
sky130_fd_sc_hd__edfxtp_1	17
sky130_fd_sc_hd__ha_1	9
sky130_fd_sc_hd__inv_1	6
sky130_fd_sc_hd__mux2_1	10
sky130_fd_sc_hd__mux2i_1	3
sky130_fd_sc_hd__nand2_1	21
sky130_fd_sc_hd__nand2b_1	6
sky130_fd_sc_hd__nand3_1	5
sky130_fd_sc_hd__nor2_1	12
sky130_fd_sc_hd__nor2b_1	6
sky130_fd_sc_hd__o211ai_1	2
sky130_fd_sc_hd__o21ai_0	14
sky130_fd_sc_hd__o41ai_4	2
sky130_fd_sc_hd__xor2_1	2
logic make-up after synthesis:
family	count (synthesis)	synth area share
xor gates and xnor gates	3	0.0118
AOI/OAI and AO/OA	37	0.125
DFF	45	0.544
other	1	0.00168
buffers and inverters	16	0.0365
and+or+nand+nor	63	0.156
adders and majority gates	9	0.0505
muxes	14	0.0741
synth_stat cells (all sizes together), types with 3 or more instances:
| cell type | instances | area (um^2) |
|---|---|---|
| clkbuf | 4 | 15.0 |
| mux2i | 3 | 30.0 |
| dfrtp | 27 | 676 |
| nor2b | 6 | 37.5 |
| o21ai | 15 | 75.1 |
| nand3 | 5 | 25.0 |
| a21oi | 3 | 15.0 |
| buf | 5 | 40.0 |
| nand2 | 21 | 78.8 |
| nand2b | 6 | 37.5 |
| a31oi | 3 | 18.8 |
| edfxtp | 17 | 510 |
| mux2 | 10 | 113 |
| nor2 | 12 | 45.0 |
| ha | 9 | 113 |
| inv | 7 | 26.3 |
| a22o | 5 | 43.8 |
routing by layer:
layer	track usage	vias to the layer above
li1	-	721
met2	0.148	34
met3	0.0258	5
met5	0	-
met4	0.0147	0
met1	0.184	673
area by class of cell:
cell class	instances	area, um^2	area share
clock buffer	5	68.8	0.0260
timing repair buffer	26	260	0.0983
clock inverter	3	21.3	0.00803
inverter	7	26.3	0.00992
multi-input combinational	127	935	0.353
tap	99	124	0.0468
sequential	45	1210	0.458
per-stage QoR:
| step | setup WS [ns] | utilization | area [um^2] | hold WS [ns] |
|---|---|---|---|---|
| floorplan | 0.440 | - | 2230 | 0.433 |
| global placement | 0.439 | 0.354 | 2560 | 0.467 |
| detailed placement | 0.394 | 0.354 | 2560 | 0.474 |
| CTS | 0.374 | 0.367 | 2650 | 0.497 |
| global route | 0.198 | 0.367 | 2650 | 0.509 |
| finish | 0.343 | 0.367 | 2650 | 0.488 |
registers in the layout, indices dropped and copies added, names as in the netlist:
register	count
rx_busy	1
rx_data	8
rx_done	1
rx_shift	8
tx_shift	9
tx_busy	1
tx	1
tx_idx	4
rx_idx	4
rx_cnt	4
tx_cnt	4
final timing paths:
| kind | to | slack (ns) |
|---|---|---|
| min in group asynchronous | rx_idx[1] | 0.55 |
| max in group asynchronous | tx | 1.43 |
| max | rx_shift[4] | 0.34 |
| max reg2reg | rx_shift[4] | 0.34 |
| min reg2reg | rx_data[1] | 0.49 |
| min | rx_data[1] | 0.49 |
worst max-delay path, delay by kind of cell, from the launching register on:
kind,cells,cell delay (ns)
muxes,1,0.31
AOI/OAI and AO/OA,2,0.22
adders and majority gates,1,0.32
buffers and inverters,1,0.11
and+or+nand+nor,1,0.39
DFF,1,0.56
power by group:
part	switching [uW]	internal, uW	leakage (uW)
sequential	230	980	0.000488
clock	260	199	0.0000445
combinational	478	497	0.000516
total	968	1670	0.00105
Power is estimated from default activity; no workload was simulated.
